==> flow/config.mk <==
export PLATFORM = sky130hd
export DESIGN_NAME = accum
export DESIGN_NICKNAME = accum
export VERILOG_FILES = /design/flow/design.v
export SDC_FILE = /design/flow/constraint.sdc
export NUM_CORES = 4
export LEC_CHECK = 1
export CORE_AREA = 10 10 82 82
export DIE_AREA = 0 0 92 92
==> flow/constraint.sdc <==
current_design accum

set clk_period 4.0
set clk_io_pct 0.2

create_clock -name clk0 -period $clk_period [get_ports {clock}]

set non_clock_inputs [all_inputs -no_clocks]
set_input_delay [expr $clk_period * $clk_io_pct] -clock clk0 $non_clock_inputs
set_output_delay [expr $clk_period * $clk_io_pct] -clock clk0 [all_outputs]
==> flow/design.v <==
module accum(reset, clock, clear, DataIn1, DataIn2, EvenParity, GreyCode, overflow);
input reset, clock, clear;
input [7:0] DataIn1, DataIn2;
output reg [7:0] EvenParity, GreyCode;
output reg overflow;
reg overflow_flag;
reg overflow_count1;
reg EvenParity_count1;
reg GreyCode_count1;
reg overflow_count2;
reg EvenParity_count2;
reg GreyCode_count2;
reg of_flag;
  always @ (posedge clock) 
    begin 
      if(!reset)
	begin
	  EvenParity=8'b00000000;
	  GreyCode=8'b00000000;
	  overflow=1'b0;
	  overflow_flag=1'b0;
	  EvenParity_count1=8'b00000000;
	  GreyCode_count1=8'b00000000;
	  overflow_count1=1'b0;
	  EvenParity_count2=8'b00000000;
	  GreyCode_count2=8'b00000000;
	  overflow_count2=1'b0;
	  of_flag=1'b0;
	end
      else if(clear)
	begin
	  EvenParity=8'b00000000;
	  GreyCode=8'b00000000;
	  overflow=1'b0;
	  overflow_flag=1'b0;
	  EvenParity_count1=8'b00000000;
	  GreyCode_count1=8'b00000000;
	  overflow_count1=1'b0;
	  EvenParity_count2=8'b00000000;
	  GreyCode_count2=8'b00000000;
	  overflow_count2=1'b0;
	  of_flag=1'b0;
	end
      else
	begin
	      if((DataIn1 == 8'b10101010) || (DataIn1 == 8'b01010101))
		begin
		  GreyCode_count1= 8'b00000001;
		end  
	      else
		begin
		  GreyCode_count1=8'b00000000;
		end
	      if((DataIn2 == 8'b10101010) || (DataIn2 == 8'b01010101))
		begin
		  GreyCode_count2= 8'b00000001;
		end
	      else
		begin
		  GreyCode_count2=8'b00000000;
		end
	      if((^DataIn1)==0)
		begin
		  EvenParity_count1=8'b00000001;
		end
	      else
		begin
		  EvenParity_count1=8'b00000000;
		end
	      if((^DataIn2)==0)
		begin
		  EvenParity_count2=8'b00000001;
		end
	      else
		begin
		  EvenParity_count2=8'b00000000;
		end
		{overflow_count1, GreyCode}=GreyCode + GreyCode_count1 + GreyCode_count2;
		{overflow_count2, EvenParity}=EvenParity + EvenParity_count1 + EvenParity_count2;
		of_flag=overflow || overflow_count1 || overflow_count2;
		overflow=of_flag;
	end
    end 
endmodule
==> flow/run.sh <==
#!/bin/bash
# OpenROAD 26Q1-2900-gdf79404cd8, Yosys 0.63+post, stock flow scripts
make -C /OpenROAD-flow-scripts/flow DESIGN_CONFIG=/design/flow/config.mk WORK_HOME=/design/flow/orfs finish
==> changes_impl.md <==
### Changed

* Outcome: finished, final reports clean
* RR Startpoint: GreyCode[0]
* Yosys simple share at 18.6%
* Yosys aoi share at 8.09%
* Fin. max-slew vios at 0
* Crit path capture type: flop
* Yosys warning tally at 1
* Hold Vio Cnt, Final at 0
* Share of post-route cells with drive strength above 1 at 3.82%
* Worst EP required at 4.18 ns
* DR WL/cell at 9.78 um
* Total I/O pin count at 36
* Crit path from: DataIn2[0]
* Max-cap violation count at 0
* Overall Global Routing Usage at 5.17%
* Total wire length at 2220 um
* Residual DRC count at 0
* Final TNS setup at 0 ns
* Slowest CP cell: clkdlybuf4s50_1
* Die Ht at 92 um
* Hold_sp: overflow
* Worst Hold Class: reg2reg
* Top logic family: adder cells
* Maximum vdd ir drop at 0.000154 V
* HPWL Detailed at 1920 um
* Yosys chip area at 1070 um2
* Input/output buffers at 35
* Comb gate area at 656 um2
* Clock buffer count from CTS at 3
* DIE WIDTH at 92 um
* First-pass iteration count of the detailed router at 4
* Vias/cell at 3.89
* Clk Tree Root Cell: clkbuf_8
* # hold bufs at CTS at 0
* Tcrit/Tclk final at 71.5%
* PwrDens at 256 nW/um2
* H-tree Lvls at 1
* Avg Cell Area, Syn at 8.97 um2
* Largest stage delay on the critical path at 0.48 ns
* Worst skew pair latency at 0.25 ns
* CTS tree: done
* Layout overhead on the synthesized area at 45.0%
* Clock Tree Buf Depth at 2
* Iteration-0 DRC Markers at 15
* Setup Skew at 0.00537 ns
* Design Power at 0.396 mW
* Grt ovf at 0
* Crit start category: input port
* Yosys stat cell total at 119
* Fin crit period at 2.86 ns
* Setup violations, final at 0
* Critical-path cell list: clkdlybuf4s50_1 > inv_1 > ha_1 > xnor2_1 > xnor2_1 > fa_1 > ha_1 > nand2_1 > or3_1 > a21oi_1
* Largest net degree at the start of global routing at 14
* Seq. cell area at 340 um2
* Vias post-DR at 883
* Sequential share of the synthesized area at 31.9%
* Cells after Synth at 119
* Post-CTS Setup Repair Bufs at 0
* Initial antenna violation count at 0
* Filler Cell Count at 548
* Vias in the first global route at 830
* First-pass GRT wire length at 3680 um
* Mux area share at 0%
* Log Warnings at 33
* Die area at 8460 um2
* Diodes inserted at 0
* Worst Path Arrival at 3.04 ns
* Crit path max fanout at 4
* Core area at 5070 um2
* Pleak at 0.626 nW
* Synthesized cell area at 1070 um2
* Final ANT Viol Nets at 0
* Pre-Place Util at 21.0%
* Xor+xnor area frac at 9.85%
* Unrepaired setup endpoints after global routing: false
* Fmax achieved at 0.350 GHz
* Synth unique cells at 22
* Yosys reg bits at 17
* Clock sinks at 17
* Clock Pin Slew Worst Setup and Hold Paths at 0.07 ns
* Worst Tran Pin Value at 0.526 ns
* Post-cts sizing count at 0
* Rel. slew slack at 64.9%
* Critical path class: in2reg
* # rows at 26
* Adder Share, Synth at 24.9%
* RePlAce Congestion at 0.779
report_power, final:
part	internal, mW	switching [mW]	total [mW]
Combinational	0.0547	0.0353	0.0900
Sequential	0.175	0.00576	0.181
Clock	0.0690	0.0565	0.125
Total	0.299	0.0975	0.396
critical path, delay by kind of cell:
family                   cells  cell delay (ns)
buffers and inverters        2             0.53
XOR/XNOR                     2             0.37
AND-OR/OR-AND                1             0.13
adder cells (fa/ha/maj)      3             0.78
AND/OR/NAND/NOR              2             0.43
cell type report:
type	count	area share, %
clock buffers	3	2.67
clock inverters	1	0.323
inverters	18	4.37
multi-input cells	83	42.4
flip-flops and latches	17	22.0
well taps	70	5.66
repair buffers	35	22.6
cell families (layout without fill, tap and decap cells):
family / after synthesis / count (layout)
AOI/OAI and AO/OA: 15 / 15
xor gates and xnor gates: 12 / 12
adders and majority gates: 20 / 20
buffers and inverters: 19 / 57
DFF: 17 / 17
and+or+nand+nor: 36 / 36
worst paths after layout:
check	end	slack, ns	cells past startpoint
worst max register to register	GreyCode[6]	2.28	7
worst min-delay path	overflow	0.50	1
worst max-delay path	EvenParity[6]	1.14	10
worst min register to register	overflow	0.50	1
registers in the layout (all words and copies together), names as in the netlist:
name        flops
EvenParity      8
overflow        1
GreyCode        8
stage by stage:
step           area (um2)  setup WS (ns)  hold WS, ns  cells  utilization (%)
4_1_cts              1550           1.10        0.510    227             30.5
3_3_place_gp         1500          0.865        0.489    223             29.6
2_1_floorplan        1070           1.48        0.430    119                -
6_report             1550           1.14        0.504    227             30.5
3_5_place_dp         1500          0.837        0.497    223             29.6
5_1_grt              1550          0.972        0.540    227             30.5
synthesized netlist by cell type:
library cell,number,area share [%]
nor2b_1,1,0.59
nand2b_1,1,0.59
nand4_1,2,1.2
o21ai_0,6,2.8
a21oi_1,6,2.8
and2_1,3,1.8
nand3_1,6,2.8
xor2_1,4,3.3
nand3_2,1,0.94
xnor2_1,8,6.6
buf_1,1,0.35
nand3b_2,1,1.1
nor2_1,9,3.2
and4_1,2,1.6
nand2_1,4,1.4
ha_1,18,21
fa_1,2,3.8
dfxtp_1,17,32
o31a_1,1,0.82
or3_1,6,3.5
a41oi_1,2,1.6
inv_1,18,6.3
routing by layer:
metal	global-route usage (%)	vias to the layer above	wire (um)
met2	8.06	25	1030
met3	2.14	2	178
li1	-	467	-
met4	0.643	0	27
met5	0	-	0
met1	6.78	389	986
cell usage in the layout (no fill, tap or decap), drive strengths merged, types with 2 or more instances in the layout:
master / netlist / layout
clkdlybuf4s50: 0 / 35
inv: 18 / 18
ha: 18 / 18
dfxtp: 17 / 17
nor2: 9 / 9
xnor2: 8 / 8
nand3: 7 / 7
o21ai: 6 / 6
or3: 6 / 6
a21oi: 6 / 6
nand2: 4 / 4
xor2: 4 / 4
and2: 3 / 3
clkbuf: 0 / 3
and4: 2 / 2
a41oi: 2 / 2
nand4: 2 / 2
fa: 2 / 2
Power and IR drop assume default switching activity.
