File: run.sh
#!/bin/bash
# OpenROAD 26Q1-2900-gdf79404cd8, Yosys 0.63+post, stock flow scripts
make -C /OpenROAD-flow-scripts/flow DESIGN_CONFIG=/design/flow/config.mk WORK_HOME=/design/flow/orfs finish
File: config.mk
export PLATFORM = sky130hd
export DESIGN_NAME = fsm
export DESIGN_NICKNAME = fsm
export VERILOG_FILES = /design/flow/design.v
export SDC_FILE = /design/flow/constraint.sdc
export NUM_CORES = 4
export LEC_CHECK = 1
export CORE_AREA = 10 10 70 70
export DIE_AREA = 0 0 80 80
File: constraint.sdc
current_design fsm

set clk_period 1.0
set clk_io_pct 0.2

create_clock -name clk0 -period $clk_period [get_ports {clock}]

set non_clock_inputs [all_inputs -no_clocks]
set_input_delay [expr $clk_period * $clk_io_pct] -clock clk0 $non_clock_inputs
set_output_delay [expr $clk_period * $clk_io_pct] -clock clk0 [all_outputs]
File: design.v
module fsm(
input reset, clock,
input R0, R1,  
output reg G0, G1  
);
reg[1:0] current_state;
reg[1:0] next_state; 
  localparam WAIT_ON_REQUEST = 2'b00; 
  localparam HANDLE_G1 = 2'b01; 
  localparam HANDLE_G0_ONLY = 2'b10; 
  localparam HANDLE_G0_FIRST = 2'b11; 
  always @ (posedge clock) 
    begin 
      current_state <= (!reset) ? WAIT_ON_REQUEST : next_state;  
    end 
  always @ * 
    case(current_state) 
      WAIT_ON_REQUEST : begin  
        G0 <= 0; 
        G1 <= 0; 
        casex({R0, R1}) 
          2'b00 : next_state <= WAIT_ON_REQUEST; 
          2'b01 : next_state <= HANDLE_G1; 
          2'b10 : next_state <= HANDLE_G0_ONLY; 
          2'b11 : next_state <= HANDLE_G0_FIRST; 
        endcase 
      end 
      HANDLE_G1 : begin  
        G0 <= 0; 
        G1 <= 1; 
        case({R0, R1}) 
          2'b00 : next_state <= WAIT_ON_REQUEST; 
          2'b01 : next_state <= HANDLE_G1; 
          2'b10 : next_state <= HANDLE_G0_ONLY; 
          2'b11 : next_state <= HANDLE_G0_FIRST; 
        endcase 
      end 
      HANDLE_G0_ONLY : begin  
        G0 <= 1; 
        G1 <= 0; 
        case({R0, R1}) 
          2'b00 : next_state <= WAIT_ON_REQUEST; 
          2'b01 : next_state <= HANDLE_G1; 
          2'b10 : next_state <= HANDLE_G0_ONLY; 
          2'b11 : next_state <= HANDLE_G0_FIRST; 
        endcase 
      end 
      HANDLE_G0_FIRST : begin  
        G0 <= 1; 
        G1 <= 0; 
        next_state <= HANDLE_G1;  
      end 
    endcase 
endmodule 
==> summary.rpt <==
FLOW METRICS REPORT
----------------------------------------------------
[Outcome]
  Result of the run ........................ finished with violations
  Violated checks ........................ negative setup slack

[Setup path]
  Endpoint arrival time on the critical path ........................ 960 ps
  Highest fanout seen on the critical path ........................ 2
  Category of the worst setup path launch point ........................ flop
  CP Capture Type ........................ output pin
  Category of the most critical setup path ........................ reg -> out
  Critical path data required time ........................ 800 ps

[Route]
  Drt pass-1 iters ........................ 1
  Post-detailed-route via-to-cell ratio ........................ 1.93
  Drt initial violations ........................ 0
  Routed wire length ........................ 397 um
  DRT antenna net count ........................ 0
  Ant. Diodes ........................ 0
  DRC errors left ........................ 0
  Average routed wire per standard cell ........................ 5.59 um
  Number of vias after detailed routing ........................ 137

[Placement]
  Cell count after placement ........................ 66
  Placer congestion estimate ........................ 0.619
  Post-DP HPWL ........................ 288 um
  Placement Cell Area ........................ 262 um^2
  Number of buffer cells added on primary ports ........................ 5

[Timing]
  Fin worst setup slack ........................ -165 ps
  Unrepaired setup endpoints after global routing ........................ yes
  Slew headroom ........................ 0.844
  Final Max-Slew Violation Tally ........................ 0
  Final Hold Slack ........................ 485 ps
  Achievable clock frequency ........................ 859 MHz
  Worst clock skew on the final layout ........................ 0.372 ps
  Period utilization ........................ 1.16
  Tightest Pin Transition ........................ 233 ps
  Min Clock Period, post-route ........................ 1160 ps
  Setup Viol. Count Final ........................ 2
  Hold violation total from the final report ........................ 0
  Setup TNS ........................ -251 ps

[Job]
  OpenROAD warnings ........................ 27
  Max-capacitance violation count ........................ 0

[Floorplanning]
  Placeable core region ........................ 3420 um^2
  Area enclosed by the die boundary ........................ 6400 um^2
  Floorplan utilization ........................ 0.0407
  DIE WIDTH ........................ 80 um
  Number of rows created at floorplan ........................ 21
  Boundary pin count ........................ 6
  Die Height ........................ 80 um

[Power]
  Sw Pwr ........................ 0.0898 mW
  Sw Share ........................ 0.208
  Internal power component ........................ 0.343 mW
  Max IR drop VDD ........................ 0.748 mV
  Power density over the cells ........................ 1340 nW/um^2
  Relative contribution of combinational cells to total power ........................ 0.146
  Clock group share of total power ........................ 0.448
  Static Leak ........................ 0.114 nW
  Power share of the sequential group ........................ 0.406

[Cells and area]
  Logic area ........................ 85.1 um^2
  Count of non-filler cells in the finished layout ........................ 71
  Layout filler cell count ........................ 403
  Final instance area ........................ 322 um^2
  Largest registers ........................ current_state: 4 flops
  Sequential standard cell area ........................ 82.6 um^2
  Flip-flop count of the largest register after layout ........................ 4
  Final standard cell utilization of the core ........................ 0.0941
  Most frequently placed logic cells in the final layout ........................ sky130_fd_sc_hd__clkbuf_4, sky130_fd_sc_hd__clkdlybuf4s50_1, sky130_fd_sc_hd__buf_4
  Most flops, register ........................ current_state
  Layout cells sized above 1 ........................ 0.640
  Area growth syn-to-layout ........................ 132%

[Hold path]
  Type of the tightest min-delay check ........................ reg -> reg

[Clock network]
  Maximum buffer depth of the clock tree ........................ 2
  Number of buffers created by CTS ........................ 3
  Root buf cell ........................ sky130_fd_sc_hd__clkbuf_4
  TritonCTS clock tree ........................ yes
  Skew-Pair Late Insertion Delay ........................ 230 ps
  Clock sink total ........................ 4
  Total number of H-tree levels ........................ 1
  Clock edge transition at the registers on the reported setup and hold paths ........................ 40 ps

[Logic synthesis]
  Ys flops ........................ 4
  Number of cell instances after yosys synthesis ........................ 13
  Synthesized instance count ........................ 13
  Share of the yosys chip area belonging to registers ........................ 0.577
  Post-synth top area cell ........................ sky130_fd_sc_hd__dfxtp_1
  Chip area from the yosys synthesis statistics ........................ 139 um^2
  Count of cell types in the netlist ........................ 9
  Post-Syn Area ........................ 139 um^2
  Synthesis Warnings ........................ 1
  Leading post-synthesis cells by cell area ........................ sky130_fd_sc_hd__dfxtp_1, sky130_fd_sc_hd__nor3_1, sky130_fd_sc_hd__nor3_2
  Post-Synthesis Mean Instance Area ........................ 10.7 um^2
  Proportion of netlist area held by the largest area contributor ........................ 0.577

[Global route]
  Global routing usage summed across all routing layers ........................ 0.0141
  Number of antenna violations at the first check in global routing ........................ 0
  Largest net degree at the start of global routing ........................ 5
  Via count of the first global-routing pass ........................ 179
  Grt ovf ........................ 0
  Wire length of the first global-routing pass ........................ 717 um

----------------------------------------------------
routing by layer:
layer  global-route usage  share of wire  vias up
met5                    0              0        -
met4              0.00352              0        0
met3               0.0114          0.083        0
met2               0.0177           0.35        6
met1               0.0180           0.56       60
li1                     -              -       71
synth_stat cells, drive strengths merged:
| master | number |
|---|---|
| nor2b | 1 |
| nor3b | 1 |
| nand2 | 1 |
| o31ai | 1 |
| o21a | 1 |
| or2 | 1 |
| nor3 | 3 |
| dfxtp | 4 |
area by class of cell:
class	count	area share
clock buffers	3	0.0700
multi-input cells	9	0.265
flip-flops and latches	4	0.257
repair buffers	9	0.230
well taps	46	0.179
critical path, stage by stage, from the launching register on:
cell and delay [ps]:
sky130_fd_sc_hd__dfxtp_2 310, sky130_fd_sc_hd__buf_6 100, sky130_fd_sc_hd__or2_1 190, sky130_fd_sc_hd__buf_2 130
path summary, 6_finish.rpt:
path / startpoint / to / slack (ps) / depth (start not counted)
setup reg to reg: current_state[1] / current_state[0] / 30 / 4
hold / removal: current_state[3] / current_state[2] / 490 / 1
hold reg to reg: current_state[3] / current_state[2] / 490 / 1
setup / recovery: current_state[1] / G0 / -160 / 3
power by group through the flow:
| stage | sequential [mW] | clock [mW] | combinational, mW |
|---|---|---|---|
| final | 0.176 | 0.194 | 0.0630 |
| after global routing | 0.177 | 0.217 | 0.0693 |
| after CTS | 0.175 | 0.204 | 0.0517 |
through the flow:
step	setup WS [ps]	total power [mW]
after floorplan	289	0.190
after global placement	-276	0.227
after detailed placement	-276	0.229
after CTS	-175	0.431
after global routing	-203	0.463
final	-165	0.432
kinds of logic after synthesis:
logic type / synth area share
compound gates: 0.108
flops: 0.577
simple gates: 0.315
timing repair:
item / 4_1_cts / 5_1_grt
endpoints found under the setup margin: 2 / 5
setup buffers: 1 / 1
hold buffers: 0 / 0
gates resized: 12 / 4
pin swaps: 2 / 3
Power figures rest on the tool's default switching activity, not on a simulated workload.
